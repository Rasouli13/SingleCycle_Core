[flow/run.sh]
#!/bin/bash
# OpenROAD 26Q1-2900-gdf79404cd8, Yosys 0.63+post, stock flow scripts
make -C /OpenROAD-flow-scripts/flow DESIGN_CONFIG=/design/flow/config.mk WORK_HOME=/design/flow/orfs finish
[flow/config.mk]
export PLATFORM = sky130hd
export DESIGN_NAME = core
export DESIGN_NICKNAME = core
export VERILOG_FILES = /design/flow/design.v
export SDC_FILE = /design/flow/constraint.sdc
export NUM_CORES = 4
export LEC_CHECK = 1
export CORE_UTILIZATION = 40
export SYNTH_MEMORY_MAX_BITS = 65536
[flow/constraint.sdc]
current_design core

set clk_period 9.7
set clk_io_pct 0.2

create_clock -name clk0 -period $clk_period [get_ports {clk}]

set non_clock_inputs [all_inputs -no_clocks]
set_input_delay [expr $clk_period * $clk_io_pct] -clock clk0 $non_clock_inputs
set_output_delay [expr $clk_period * $clk_io_pct] -clock clk0 [all_outputs]
[flow/design.v]
module ALU (alu_func, aluA, aluB, aluZ, CF, OF);
	input   [7:0] aluA;
	input	[7:0] aluB;
	input	[4:0] alu_func;
	output reg  [7:0] aluZ;
	output reg	  CF;
	output reg	  OF;
	always @(*) begin
		case(alu_func)
			5'b00001: 
			begin
				{CF,aluZ} <= aluA + aluB;
				if((!aluA[7] & !aluB[7] & aluZ[7]) | (aluA[7] & aluB[7] & !aluZ[7]))
					OF <= 1;
				else
					OF <= 0;
			end
			5'b00010: 
			begin
				aluZ <= aluA & aluB;
				OF <= 0;
				CF <= 0;
			end
			5'b00011: 
			begin
				{CF,aluZ} <= aluA - aluB;
				if((!aluA[7] & !aluB[7] & aluZ) | (aluA[7] & aluB[7] & !aluZ[7]))
					OF <= 1;
				else
					OF <= 0;
			end
			5'b00100: 
			begin
				aluZ <= aluA | aluB;
				OF <= 0;
				CF <= 0;
			end
			5'b00101: 
			begin
				aluZ <= aluA ^ aluB;
				OF <= 0;
				CF <= 0;
			end
			5'b00110: 
			begin
				aluZ <= aluB;
				OF <= 0;
				CF <= 0;
			end
			5'b01000: 
			begin
				aluZ <= ~aluA;
				OF <= 0;
				CF <= 0;
			end
			5'b01001: 
			begin
				CF <= aluA[aluB-1];
				OF <= 0;
				aluZ <= aluA >>> aluB;
			end
			5'b01010: 
			begin
				CF <= aluA[aluB-1];
				aluZ <= aluA >> aluB;
				if(aluZ[7] == aluA[7])
					OF <= 0;
				else
					OF <= 1;
			end
			5'b01011: 
			begin
				CF <= aluA[8'd8 - aluB];
				OF <= 0;
				aluZ <= aluA <<< aluB;
			end
			5'b01100: 
			begin
				CF <= aluA[8'd8 - aluB];
				aluZ <= aluA << aluB;
				if(aluZ[7] == aluA[7])
					OF <= 0;
				else
					OF <= 1;
			end
			5'b01101: 
			begin
				case(aluB)
					8'd1:
					begin
						CF <= aluA[7];
						aluZ <= {aluA[6:0],aluA[7]};
						if(aluZ[7] == aluA[7])
							OF <= 0;
						else
							OF <= 1;
					end
					8'd2:
					begin
						CF <= aluA[6];
						aluZ <= {aluA[5:0],aluA[7:6]};
						if(aluZ[7] == aluA[7])
							OF <= 0;
						else
							OF <= 1;
					end
					8'd3:
					begin
						CF <= aluA[5];
						aluZ <= {aluA[4:0],aluA[7:5]};
						if(aluZ[7] == aluA[7])
							OF <= 0;
						else
							OF <= 1;
					end
					8'd4:
					begin
						CF <= aluA[4];
						aluZ <= {aluA[3:0],aluA[7:4]};
						if(aluZ[7] == aluA[7])
							OF <= 0;
						else
							OF <= 1;
					end
					8'd5:
					begin
						CF <= aluA[3];
						aluZ <= {aluA[2:0],aluA[7:3]};
						if(aluZ[7] == aluA[7])
							OF <= 0;
						else
							OF <= 1;
					end
					8'd6:
					begin
						CF <= aluA[2];
						aluZ <= {aluA[1:0],aluA[7:2]};
						if(aluZ[7] == aluA[7])
							OF <= 0;
						else
							OF <= 1;
					end
					8'd7:
					begin
						CF <= aluA[1];
						aluZ <= {aluA[0],aluA[7:1]};
						if(aluZ[7] == aluA[7])
							OF <= 0;
						else
							OF <= 1;
					end
					8'd8:
					begin
						CF <= aluA[0];
						aluZ <= aluA;
						if(aluZ[7] == aluA[7])
							OF <= 0;
						else
							OF <= 1;
					end
				endcase
			end
			5'b01110: 
			begin
				case(aluB)
					8'd1:
					begin
						CF <= aluA[0];
						aluZ <= {aluA[0],aluA[7:1]};
						if(aluZ[7] == aluA[7])
							OF <= 0;
						else
							OF <= 1;
					end
					8'd2:
					begin
						CF <= aluA[1];
						aluZ <= {aluA[1:0],aluA[7:2]};
						if(aluZ[7] == aluA[7])
							OF <= 0;
						else
							OF <= 1;
					end
					8'd3:
					begin
						CF <= aluA[2];
						aluZ <= {aluA[2:0],aluA[7:3]};
						if(aluZ[7] == aluA[7])
							OF <= 0;
						else
							OF <= 1;
					end
					8'd4:
					begin
						CF <= aluA[3];
						aluZ <= {aluA[3:0],aluA[7:4]};
						if(aluZ[7] == aluA[7])
							OF <= 0;
						else
							OF <= 1;
					end
					8'd5:
					begin
						CF <= aluA[4];
						aluZ <= {aluA[4:0],aluA[7:5]};
						if(aluZ[7] == aluA[7])
							OF <= 0;
						else
							OF <= 1;
					end
					8'd6:
					begin
						CF <= aluA[5];
						aluZ <= {aluA[5:0],aluA[7:6]};
						if(aluZ[7] == aluA[7])
							OF <= 0;
						else
							OF <= 1;
					end
					8'd7:
					begin
						CF <= aluA[6];
						aluZ <= {aluA[6:0],aluA[7]};
						if(aluZ[7] == aluA[7])
							OF <= 0;
						else
							OF <= 1;
					end
					8'd8:
					begin
						CF <= aluA[7];
						aluZ <= aluA[7:1];
						if(aluZ[7] == aluA[7])
							OF <= 0;
						else
							OF <= 1;
					end
				endcase
			end
			5'b01111: 
			begin
				{CF,aluZ} <= aluA + 8'd1;
				if(!aluA[7] & aluZ[7])
					OF <= 1;
				else
					OF <= 0;
			end
			5'b10000: 
			begin
				{CF,aluZ} <= aluA + 8'b11111111;
				if(aluA[7] & !aluZ[7])
					OF <= 1;
				else
					OF <= 0;
			end
			5'b00000: 
				aluZ <= 8'd0;
			5'b10001: 
			begin
				aluZ <= aluB;
			end
		endcase
	end
endmodule
module DM (clk, we, addr, din, dout);
	input 		 clk;
	input  		 we;
	input  [7:0] addr;
	input  [7:0] din;	
	output [7:0] dout;
	reg [7:0] dm [0:255];
	always @(posedge clk)
		if (we)
			dm[addr] = din;
	assign dout = dm[addr];
endmodule
module IM (addr, dout);
	input  [7:0] addr;
	output [15:0] dout;
	reg [15:0] im [0:255];
	initial begin
		im[0] <= 16'b1100001100001010;
		im[1] <= 16'b0000001111010000;
		im[2] <= 16'b0000000001001010;
		im[3] <= 16'b0000010100011010;
		im[4] <= 16'b1001000000000000;
		im[5] <= 16'b1101000101100100;
		im[6] <= 16'b1100110001100100;
	end
	assign dout = im[addr];
endmodule
module RegBank(clk, R1, R2, WB, RegWrite, regA, regB);
	input		 clk;
	input  [2:0] R1;
	input  [2:0] R2;
	input  		 RegWrite;
	input  [7:0] WB;
	output [7:0] regA;
	output [7:0] regB;
	integer i;
	reg [0:7] regBank [7:0];
	initial
		for (i=0;i<8;i=i+1) 
			regBank[i] = 8'd0;
	always @(posedge clk)
		if(RegWrite)
			regBank[R1] <= WB;
	assign regA = regBank[R1];
	assign regB = regBank[R2];
endmodule
module core(clk, rst,out);
	input clk , rst;
	output out;
	reg	 [7:0]  PC;
	reg [7:0] iaddr;
	reg [7:0]  nPC;
	wire [15:0] IR;
	wire [2:0]  R1;
	wire [2:0]  R1A;
	wire [2:0]  R1B;
	wire [2:0]  R2;
	wire [2:0]	imm3;
	wire [7:0]	imm8;
	wire [4:0]	func;
	wire [7:0]	addr;
	wire [3:0]	op;
	wire		MSB;
	reg 		jump;
	reg			aluB_Src; 
	reg 		RegWrite;
	reg	 [4:0]	alu_func;
	assign R1A 	 = IR[5:3];
	assign R1B 	 = IR[10:8];
	assign R2 	 = IR[2:0];
	assign imm3	 = IR[2:0];
	assign func  = IR[10:6];
	assign addr  = IR[7:0];
	assign imm8  = MSB ? IR[7:0] : (imm3[2] ? {5'b11111,imm3[2:0]} : {5'b00000,imm3[2:0]});
	assign op	 = IR[14:11];
	assign MSB	 = IR[15];
	assign R1 	 = MSB ? R1B : R1A;
	wire [7:0]  regA;
 	wire [7:0]  regB;
	wire [7:0]	aluA;
	wire [7:0]	aluB;
	wire [7:0]	aluZ;
	reg		ZF;
	reg		SF;
	reg		CF;
	reg		OF;
	wire	zf;
	wire	sf;
	wire	cf;
	wire	of;
	assign aluA = regA;
	assign aluB = aluB_Src ? imm8 : regB;
	reg		memWrite;
	reg		memRead;
	wire [7:0]	dmemOut;
	reg 	   memToReg;
	wire [7:0] WB;
	assign WB = memToReg ? dmemOut : aluZ;
	assign out = WB; 
	always @(*) 
	begin
		if(MSB)
		begin
			case(op)
				4'b0000: 
				begin
					jump	 <= ZF;
					memRead  <= 0;
					memWrite <= 0;
					RegWrite <= 0;
					memToReg <= 0;
					aluB_Src <= 0;
				end
				4'b0001: 
				begin
					jump	 <= CF;
					memRead  <= 0;
					memWrite <= 0;
					RegWrite <= 0;
					memToReg <= 0;
				end
				4'b0010: 
				begin
					jump 	 <= ~(CF | ZF) ? 1 : 0;
					memRead  <= 0;
					memWrite <= 0;
					RegWrite <= 0;
					memToReg <= 0;
				end
				4'b0011: 
				begin
					jump	 <= (SF != OF) ? 1 : 0;
					memRead  <= 0;
					memWrite <= 0;
					RegWrite <= 0;
					memToReg <= 0;
				end
				4'b0100: 
				begin
					jump	 <= (SF == OF & ~ZF) ? 1 : 0;
					memRead  <= 0;
					memWrite <= 0;
					RegWrite <= 0;
					memToReg <= 0;
				end
				4'b0101: 
				begin
					jump	 <= 1;
					memRead  <= 0;
					memWrite <= 0;
					RegWrite <= 0;
					memToReg <= 0;
				end
				4'b1000: 
				begin
					jump	 <= 0;
					memRead  <= 0;
					memWrite <= 0;
					RegWrite <= 1;
					memToReg <= 0;
					aluB_Src <= 1;
					alu_func <= 5'b10001;
				end
				4'b1001: 
				begin
					jump	 <= 0;
					memRead  <= 1;
					memWrite <= 0;
					RegWrite <= 1;
					memToReg <= 1;
				end
				4'b1010: 
				begin
					jump	 <= 0;
					memRead  <= 0;
					memWrite <= 1;
					RegWrite <= 0;
				end
			endcase
		end
		else begin
			if(op == 4'b0000)
				begin
				aluB_Src <= IR[9];
				memToReg <= 0;
				if(func == 5'b10100 || func == 5'b00000) 
					RegWrite <= 0;
				else
					RegWrite <= 1;
				memRead	 <=  0;
				memWrite <=  0;
				jump	 <= 0;
				case(func)
					5'b00001: 
					begin
						alu_func <= 5'b00001;
						ZF <= (aluZ == 0) ? 1 : 0;
						SF <= of ? cf : aluZ[7];
						CF <= cf;
						OF <= of;
					end
					5'b00010: 
					begin
						alu_func <= 5'b00010;
						ZF <= (aluZ == 0) ? 1 : 0;
						SF <= aluZ[7];
						CF <= 0;
						OF <= 0;
					end
					5'b00011: 
					begin
						alu_func <= 5'b00011;
						ZF <= (aluZ == 0) ? 1 : 0;
						SF <= of ? cf : aluZ[7];
						CF <= cf;
						OF <= of;
					end
					5'b00100: 
					begin
						alu_func <= 5'b00100;
						ZF <= (aluZ == 0) ? 1 : 0;
						SF <= aluZ[7];
						CF <= 0;
						OF <= 0;
					end
					5'b00101: 
					begin
						alu_func <= 5'b00101;
						ZF <= (aluZ == 0) ? 1 : 0;
						SF <= aluZ[7];
						CF <= 0;
						OF <= 0;
					end
					5'b00110: 
						alu_func <= 5'b00110;
					5'b01000: 
						alu_func <= 5'b01000;
					5'b01001: 
					begin
						alu_func <= 5'b01001;
						ZF <= (aluZ == 0) ? 1 : 0;
						SF <= aluZ[7];
						CF <= cf;
						OF <= 0;
					end
					5'b01010: 
					begin
						alu_func <= 5'b01010;
						ZF <= (aluZ == 0) ? 1 : 0;
						SF <= (aluA[7] != aluZ[7]) ? cf : aluZ[7];
						CF <= cf;
						OF <= (aluA[7] != aluZ[7]) ? 1 : 0;
					end
					5'b01011: 
					begin
						alu_func <= 5'b01011;
						ZF <= (aluZ == 0) ? 1 : 0;
						SF <= aluZ[7];
						CF <= cf;
						OF <= 0;
					end
					5'b01100: 
					begin
						alu_func <= 5'b01100;
						ZF <= (aluZ == 0) ? 1 : 0;
						SF <= (aluA[7] != aluZ[7]) ? cf : aluZ[7];
						CF <= cf;
						OF <= (aluA[7] != aluZ[7]) ? 1 : 0;
					end
					5'b01101: 
					begin
						alu_func <= 5'b01101;
						ZF <= (aluZ == 0) ? 1 : 0;
						SF <= (aluA[7] != aluZ[7]) ? cf : aluZ[7];
						CF <= cf;
						OF <= (aluA[7] != aluZ[7]) ? 1 : 0;
					end
					5'b01110: 
					begin
						alu_func <= 5'b01110;
						ZF <= (aluZ == 0) ? 1 : 0;
						SF <= (aluA[7] != aluZ[7]) ? cf : aluZ[7];
						CF <= cf;
						OF <= (aluA[7] != aluZ[7]) ? 1 : 0;
					end
					5'b01111: 
					begin
						alu_func <= 5'b01111;
						ZF <= (aluZ == 0) ? 1 : 0;
						SF <= of ? cf : aluZ[7];
						CF <= cf;
						OF <= of;
					end
					5'b10000: 
					begin
						alu_func <= 5'b10000;
						ZF <= (aluZ == 0) ? 1 : 0;
						SF <= of ? cf : aluZ[7];
						CF <= cf;
						OF <= of;
					end
					5'b10100: 
					begin
						alu_func <= 5'b00011;
						ZF <= (aluZ == 0) ? 1 : 0;
						SF <= of ? cf : aluZ[7];
						CF <= cf;
						OF <= of;
					end
					5'b00000: 
						alu_func <= 5'b00000;
				endcase
			end
		end
	end
	always @(posedge clk)
	begin
		if(rst)begin
			PC <= 0;
			iaddr <= 0;
		end
		else begin
			if(jump)begin
				iaddr <= addr;
				PC <= addr+1;
			end
			else begin
				iaddr <= PC;
				PC <= PC + 1;
			end
		end
	end
	ALU alu(alu_func, aluA, aluB,aluZ, cf, of);
	RegBank rb(clk,R1, R2, WB, RegWrite, regA, regB);
	DM dm(clk,memWrite,addr,regA,dmemOut);
	IM im(iaddr,IR);
endmodule
==> deck_impl_summary.md <==
Synthesis and Place & Route Summary

Routing
  • Top sig layer: met4
  • Met1 WL: between 15,000 and 20,000 µm
  • Routed Antenna Nets: 0
  • Via density: 5.88
  • DR vias: 11,494
  • Diodes inserted: 0
  • Initial drt markers: 928
  • Total Routed Length: 46,800 µm
  • Post-route DRC: 0
  • Met2 WL: 22,200 µm
  • Met3 wire len: 4830 µm
  • Wirelength per Cell: 23.9 µm
  • DRT Pass-1 Iters: 7

Placed design
  • Cells after DPL: 1,894
  • GPL Wtd Cong: 0.997
  • Port buffer count: 2
  • Post-DP HPWL: between 30,000 and 40,000 µm

Setup path
  • Cells along the critical path: buf_4 > mux4_2 > nor2b_1 > a211oi_1 > a21oi_1 > mux2i_1 > a21oi_1 > clkdlybuf4s50_1
  • CP dominant cell by count: a21oi_1
  • Worst path bufs/invs: 2
  • Reg2reg start: IR[3]
  • CP Data Required Time: 7.76 ns
  • Crit Path Class: reg2out
  • Delay-heaviest family, CP: buffers and inverters
  • Largest stage delay, worst path: between 0.8 and 0.9 ns
  • CP endpoint kind: primary output
  • Worst EP arrival: 4.18 ns
  • Worst setup SP type: flip-flop
  • Worst path slowest cell: a21oi_1
  • Worst-path fanout max: 33
  • Crit path from: IR[3]

Global routing
  • Largest net degree at the start of global routing: 44
  • Global route overflow: 0
  • First-pass GRT wire length: 71,100 µm
  • Global-route usage over all layers: 0.228
  • Vias in the first global route: 11,720
  • Initial antenna violation count: 0

Power and ir drop
  • Peak supply drop: 0.160 mV
  • Final Power: 3.90 mW
  • P_leak: 6.58 nW
  • Power per cell area: 201 nW/µm²

STA
  • Setup violators final: 0
  • Tmin final: 6.12 ns
  • Worst-Margin Slew: between 1 and 1.5 ns
  • Register pins left without a clock: 24
  • Clock Skew: around 0.022 ns
  • Endpoints left unconstrained: 24
  • Hold slack: between 0.4 and 0.5 ns
  • Max Slew Vio Count: 0
  • Hold Vio Cnt, Final: 0
  • Rel. slew slack: 0.316
  • Peak Freq: 163 MHz
  • RSZ-0062 raised after global routing: false
  • Fin Setup TNS: 0 ns
  • Crit share post-route: 0.631

Clock tree
  • H-tree lvl count: 2
  • Clock-pin slew on the worst setup and hold paths: 0.06 ns
  • Post-CTS Setup Inserts: 0
  • CTS buffer count: 35
  • Root buffer cell: clkbuf_16
  • Worst-case clock buffer depth: 3
  • Post-cts sizing count: 0
  • Hold_buf cts: 0
  • Clock Latency Late Sink: 0.53 ns
  • CTS tree: built

Floorplanning
  • Core Rows: 77
  • I/O Pins: 3
  • Pre-Place Util: 0.404
  • Height of the die: about 210 µm
  • Chip Area: 45,500 µm²
  • Die W: 213 µm
  • CORE AREA: 44,100 µm²

Synth
  • Area reported by Yosys stat: 17,800 µm²
  • FFs w/ async S/R, synth: 0
  • Synth flops: 359
  • Most common reg cell: edfxtp_1
  • Yosys cell count: 1,342
  • Syn_area_per_cell: 13.3 µm²
  • Synth cell count leaders: edfxtp_1, nor2_1, nand2_1, mux4_2, a21oi_1
  • Count leader, synth: edfxtp_1
  • Ys Warns: 5
  • Number of enable flip-flop cells: 320
  • Netlist cell types: 102
  • Top cells by area: edfxtp_1, mux4_2, mux2i_1
  • Top cell area share: 0.538
  • Mapped Cells: 1,342
  • Yosys top cell by area: edfxtp_1
  • Mapped Area: roughly 18,000 µm²

Run
  • Max cap viols: 0
  • Tool warnings: 53

Layout
  • Core Util, Final: 0.441
  • Cell Count, Final, Fillers Out: approximately 2,000
  • Share of cells above drive strength 1: 0.152
  • Area grow syn2layout: 9.00%

Run status
  • Status: complete, no violations

Min path
  • Hold crit path type: reg2reg
  • Hold wc startpoint: PC[2]
[registers in the layout, indices dropped and copies added, names as in the netlist, 3 cells and up]
signal,count
IR,12
rb.regBank,64
dm.dm,256
PC,3
alu_func,5
alu.aluZ,8
[placed cells by master, fill, tap and decap left out, types with 15 or more instances in the layout]
| cell type | netlist | final |
|---|---|---|
| a211oi_1 | 22 | 22 |
| a21oi_1 | 69 | 69 |
| a22oi_1 | 15 | 15 |
| buf_4 | 6 | 40 |
| clkbuf_16 | 0 | 35 |
| dlxtn_1 | 24 | 24 |
| edfxtp_1 | 320 | 320 |
| ha_1 | 41 | 41 |
| inv_1 | 30 | 30 |
| mux2i_1 | 65 | 65 |
| mux4_2 | 71 | 71 |
| nand2_1 | 78 | 78 |
| nand3_1 | 29 | 29 |
| nand4_1 | 15 | 15 |
| nor2_1 | 131 | 131 |
| nor3_1 | 26 | 26 |
| o21ai_0 | 54 | 54 |
| o22ai_1 | 26 | 26 |
[where the power goes]
part / switching (mW) / leakage (nW) / internal [mW] / total [mW]
Sequential: 0.0303 / 3.21 / 1.74 / 1.77
Combinational: 0.624 / 2.85 / 0.282 / 0.906
Clock: 0.531 / 0.510 / 0.697 / 1.23
[through the flow]
stage | setup slack (ns) | area, µm²
floorplan | 5.34 | 17800
global placement | 4.07 | 18400
detailed placement | 4.10 | 18400
CTS | 3.51 | 19500
global route | 3.29 | 19500
finish | 3.58 | 19500
[worst paths after layout]
path	end	slack (ns)	cells after the start
worst max-delay path	out	3.58	8
worst min-delay path	IR[4]	0.47	1
worst max register to register	dm.dm[218][5]	5.31	8
worst min register to register	IR[4]	0.47	1
[cells by family after synthesis]
logic type / after synthesis / synth area share
DFF: 335 / 0.555
buffers and inverters: 117 / 0.0371
xor gates and xnor gates: 18 / 0.00883
and+or+nand+nor: 354 / 0.0960
adders and majority gates: 43 / 0.0310
latches: 24 / 0.0202
AOI/OAI and AO/OA: 302 / 0.116
muxes: 149 / 0.135
[area by class of cell]
| class | count | area (µm²) |
|---|---|---|
| timing repair buffer | 42 | 320 |
| clock inverter | 18 | 146 |
| clock buffer | 44 | 910 |
| multi-input combinational | 866 | 6920 |
| inverter | 35 | 139 |
| fill | 3977 | 24700 |
| tap | 592 | 741 |
| sequential | 359 | 10300 |
[metal layers]
metal,up-vias,track usage
met5,-,0
met4,0,0.0498
met3,87,0.0907
met2,523,0.352
met1,5666,0.324
li1,5218,-
[worst reg2reg max path: stages, from the launching register on]
cell	delay [ns]
dfxtp_4	0.68
buf_4	0.61
buf_4	0.66
mux2_4	0.65
mux2i_1	0.27
o22ai_1	0.16
nor2_4	0.52
inv_1	0.19
buf_4	0.28
Power is estimated from default activity; no workload was simulated.
